### flow/design.v
module debouncer(
   clk,
   reset_,
   raw,
   debounced);
   input      clk;
   input      reset_;
   input      raw;
   output     debounced;
   reg [7:0]  counter;       
   reg 	      debounced;     
   reg 	      sampled;       
   always@ (posedge clk or negedge reset_)
     if (!reset_)
       sampled <= 1'b0;
     else
       sampled <= raw;
   always@ (posedge clk or negedge reset_)
     if (!reset_)
       counter <= 8'd0;
     else if (raw != sampled)
       counter <= 8'd0;
     else
       counter <= counter + 8'd1;
   always@ (posedge clk or negedge reset_)
     if (!reset_)
       debounced <= 1'b0;
     else if (counter == 8'hff)
       debounced <= sampled;
endmodule
module displaydriver (
  clk,
  reset_,
  digit_0,
  digit_1,
  digit_2,
  digit_3,
  segment_,
  digit_enable_
  );
  input clk;
  input reset_;
  input [6:0] digit_0;
  input [6:0] digit_1;
  input [6:0] digit_2;
  input [6:0] digit_3;
  output [6:0] segment_;
  output [3:0] digit_enable_;
  reg [7:0] refresh_ctr;
  reg [1:0] digit;
  assign segment_ =
          (digit == 2'd0) ? ~digit_3 :
          (digit == 2'd1) ? ~digit_2 :
          (digit == 2'd2) ? ~digit_1 :
          ~digit_0;
  assign enable_ = !(refresh_ctr > 8'd64 && refresh_ctr < 8'd192);
  assign digit_enable_ = enable_ ? 4'b1111 :
          (digit == 2'd0) ? 4'b1110 :
          (digit == 2'd1) ? 4'b1101 :
          (digit == 2'd2) ? 4'b1011 :
          4'b0111;
  always@ (posedge clk or negedge reset_)
    if (!reset_)
      refresh_ctr <= 8'h00;
    else
      refresh_ctr <= refresh_ctr + 8'h01;
  always@ (posedge clk or negedge reset_)
    if (!reset_)
      digit <= 2'd0;
    else if (refresh_ctr == 8'hff)
      digit <= digit + 2'd1;
endmodule
module konamiacceptor (
  clk,
  reset_,
  up_,
  down_,
  left_,
  right_,
  segment_,
  digit_enable_
  );
  input clk;
  input reset_;
  input up_;
  input down_;
  input left_;
  input right_;
  output [6:0] segment_;
  output [3:0] digit_enable_;
  parameter START   = 4'd0;      
  parameter UP_1    = 4'd1;      
  parameter UP_2    = 4'd2;
  parameter DOWN_1  = 4'd3;
  parameter DOWN_2  = 4'd4;
  parameter LEFT_1  = 4'd5;
  parameter RIGHT_1 = 4'd6;
  parameter LEFT_2  = 4'd7;
  parameter ACCEPT  = 4'd9;      
  parameter REJECT  = 4'd10;     
  reg [3:0]  state;              
  reg [24:0] timeout_ctr;        
  reg [1:0]  down_shift;         
  reg [1:0]  up_shift;
  reg [1:0]  left_shift;
  reg [1:0]  right_shift;
  wire       down_debounced;     
  wire       up_debounced;       
  wire       left_debounced;     
  wire       right_debounced;    
  wire [6:0] digit_0;            
  wire [6:0] digit_1;
  wire [6:0] digit_2;
  wire [6:0] digit_3;
  assign timeout        = &timeout_ctr;    
  assign down_released  = down_shift == 2'b10;
  assign up_released    = up_shift == 2'b10;
  assign left_released  = left_shift == 2'b10;
  assign right_released = right_shift == 2'b10;
  debouncer down_debouncer(
    .clk(clk),
    .reset_(reset_),
    .raw(~down_),
    .debounced(down_debounced)
  );
  debouncer up_debouncer(
    .clk(clk),
    .reset_(reset_),
    .raw(~up_),
    .debounced(up_debounced)
  );
  debouncer left_debouncer(
    .clk(clk),
    .reset_(reset_),
    .raw(~left_),
    .debounced(left_debounced)
  );
  debouncer right_debouncer(
    .clk(clk),
    .reset_(reset_),
    .raw(~right_),
    .debounced(right_debounced)
  );
  konamicoder coder (
    .digit_0(digit_3),
    .digit_1(digit_2),
    .digit_2(digit_1),
    .digit_3(digit_0),
    .state(state)
  );
  displaydriver display (
    .clk(clk),
    .reset_(reset_),
    .digit_0(digit_0),
    .digit_1(digit_1),
    .digit_2(digit_2),
    .digit_3(digit_3),
    .segment_(segment_),
    .digit_enable_(digit_enable_)
  );
  always@ (posedge clk or negedge reset_)
    if (!reset_)
      timeout_ctr <= 25'd0;
    else if (up_released || down_released || left_released || right_released)
      timeout_ctr <= 25'd0;
    else
      timeout_ctr <= timeout_ctr + 25'd1;
  always@ (posedge clk or negedge reset_)
    if (!reset_)
      down_shift <= 2'd0;
    else
      down_shift <= {down_shift[0], down_debounced};
  always@ (posedge clk or negedge reset_)
    if (!reset_)
      up_shift <= 2'd0;
    else
      up_shift <= {up_shift[0], up_debounced};
  always@ (posedge clk or negedge reset_)
    if (!reset_)
      left_shift <= 2'd0;
    else
      left_shift <= {left_shift[0], left_debounced};
  always@ (posedge clk or negedge reset_)
    if (!reset_)
      right_shift <= 2'd0;
    else
      right_shift <= {right_shift[0], right_debounced};
  always@ (posedge clk or negedge reset_)
    if (!reset_)
      state <= START;
    else if (state == START && up_released)
      state <= UP_1;
    else if (state == UP_1 && up_released)
      state <= UP_2;
    else if (state == UP_1 && (timeout || down_released || left_released || right_released))
      state <= REJECT;
    else if (state == UP_2 && down_released)
      state <= DOWN_1;
    else if (state == UP_2 && (timeout || up_released || left_released || right_released))
      state <= REJECT;
    else if (state == DOWN_1 && down_released)
      state <= DOWN_2;
    else if (state == DOWN_1 && (timeout || up_released || left_released || right_released))
      state <= REJECT;
    else if (state == DOWN_2 && left_released)
      state <= LEFT_1;
    else if (state == DOWN_2 && (timeout || up_released || down_released || right_released))
      state <= REJECT;
    else if (state == LEFT_1 && right_released)
      state <= RIGHT_1;
    else if (state == LEFT_1 && (timeout || left_released || up_released || down_released))
      state <= REJECT;
    else if (state == RIGHT_1 && left_released)
      state <= LEFT_2;
    else if (state == RIGHT_1 && (timeout || up_released || down_released || right_released))
      state <= REJECT;
    else if (state == LEFT_2 && right_released)
      state <= ACCEPT;
    else if (state == LEFT_2 && (timeout || up_released || down_released || left_released))
      state <= REJECT;
    else if ((state == ACCEPT || state == REJECT) && (up_released || down_released || left_released || right_released))
      state <= START;
endmodule
module konamicoder (
  digit_0,
  digit_1,
  digit_2,
  digit_3,
  state
  );
  output [6:0] digit_0;
  output [6:0] digit_1;
  output [6:0] digit_2;
  output [6:0] digit_3;
  input [3:0] state;
  wire [6:0] digit_0;
  wire [6:0] digit_1;
  wire [6:0] digit_2;
  wire [6:0] digit_3;
  parameter char_u = 7'b0111110;
  parameter char_p = 7'b1110011;
  parameter char_d = 7'b1011110;
  parameter char_n = 7'b1010100;
  parameter char_l = 7'b0111000;
  parameter char_f = 7'b1110001;
  parameter char_r = 7'b1010000;
  parameter char_h = 7'b1110100;
  parameter char_0 = 7'b0111111;
  parameter char_1 = 7'b0000110;
  parameter char_2 = 7'b1011011;
  parameter char_9 = 7'b1101111;
  parameter char_  = 7'b1000000;
  assign digit_0 =
    (state == 4'd0) ? char_ :
    (state == 4'd1) ? char_u :
    (state == 4'd2) ? char_u :
    (state == 4'd3) ? char_d :
    (state == 4'd4) ? char_d :
    (state == 4'd5) ? char_l :
    (state == 4'd6) ? char_r :
    (state == 4'd7) ? char_l :
    (state == 4'd8) ? char_r :
    (state == 4'd9) ? char_9 : char_0;
  assign digit_1 =
    (state == 4'd0) ? char_ :
    (state == 4'd1) ? char_p :
    (state == 4'd2) ? char_p :
    (state == 4'd3) ? char_n :
    (state == 4'd4) ? char_n :
    (state == 4'd5) ? char_f :
    (state == 4'd6) ? char_h :
    (state == 4'd7) ? char_f :
    (state == 4'd8) ? char_h :
    (state == 4'd9) ? char_9 : char_0;
  assign digit_2 =
    (state == 4'd0) ? char_ :
    (state == 4'd1) ? char_ :
    (state == 4'd2) ? char_ :
    (state == 4'd3) ? char_ :
    (state == 4'd4) ? char_ :
    (state == 4'd5) ? char_ :
    (state == 4'd6) ? char_ :
    (state == 4'd7) ? char_ :
    (state == 4'd8) ? char_ :
    (state == 4'd9) ? char_9 : char_0;
  assign digit_3 =
    (state == 4'd0) ? char_ :
    (state == 4'd1) ? char_1 :
    (state == 4'd2) ? char_2 :
    (state == 4'd3) ? char_1 :
    (state == 4'd4) ? char_2 :
    (state == 4'd5) ? char_1 :
    (state == 4'd6) ? char_1 :
    (state == 4'd7) ? char_2 :
    (state == 4'd8) ? char_2 :
    (state == 4'd9) ? char_9 : char_0;
endmodule
### flow/constraint.sdc
current_design konamiacceptor

set clk_period 5.6
set clk_io_pct 0.2

create_clock -name clk0 -period $clk_period [get_ports {clk}]

set non_clock_inputs [all_inputs -no_clocks]
set_input_delay [expr $clk_period * $clk_io_pct] -clock clk0 $non_clock_inputs
set_output_delay [expr $clk_period * $clk_io_pct] -clock clk0 [all_outputs]
### flow/config.mk
export PLATFORM = sky130hd
export DESIGN_NAME = konamiacceptor
export DESIGN_NICKNAME = konamiacceptor
export VERILOG_FILES = /design/flow/design.v
export SDC_FILE = /design/flow/constraint.sdc
export NUM_CORES = 4
export LEC_CHECK = 1
export CORE_UTILIZATION = 40
### flow/run.sh
#!/bin/bash
# OpenROAD 26Q1-2900-gdf79404cd8, Yosys 0.63+post, stock flow scripts
make -C /OpenROAD-flow-scripts/flow DESIGN_CONFIG=/design/flow/config.mk WORK_HOME=/design/flow/orfs finish
==> impl_metrics.env <==
# yosys + openroad results
export IMPL_gp_congestion=0.850
export IMPL_synth_distinct_cells=54
export IMPL_synth_top_cell_by_area="dfrtp_1"
export IMPL_first_global_vias=3015
export IMPL_h_tree_depth=3
export IMPL_lay_top_cells="dfrtp_1 (92), nor2_1 (69), nand3_1 (36)"
export IMPL_crit_required_ns=4.48
export IMPL_post_cts_buffers=0
export IMPL_p_total_w=0.00137
export IMPL_worstPathArrival_ns=2.82
export IMPL_root_buffer="clkbuf_16"
export IMPL_topCellsByArea="dfrtp_1 (50%), nor2_1 (5.6%), xor2_1 (5.5%), xnor2_1 (4.9%), nand3_1 (3.9%)"
export IMPL_syn_to_final_growth_pct=11.9
export IMPL_die_w_um=110
export IMPL_io_pins=17
export IMPL_p_leak_nw=2.31
export IMPL_synthArstFlopShare=1.00
export IMPL_core_area_um2=11400
export IMPL_grt_overflow_total=0
export IMPL_num_rows=39
export IMPL_drv_slew=0
export IMPL_cts_clk_slew_worst_paths_ns=0.06
export IMPL_slowest_stage="nor4_1"
export IMPL_dp_cells=601
export IMPL_avgSynthCellArea_um2=10.2
export IMPL_core_util_floorplan=0.409
export IMPL_p_per_area_nw_per_um2=263
export IMPL_edf_count=0
export IMPL_drt_pass1_iter_count=4
export IMPL_post_drt_via_cell_ratio=5.17
export IMPL_min_period_ns=3.94
export IMPL_syn_area_um2=4650
export IMPL_hold_path_class="reg2reg"
export IMPL_port_buffer_count=16
export IMPL_max_slew_margin=0.485
export IMPL_lay_top_count="dfrtp_1"
export IMPL_rsz0062_at_grt="false"
export IMPL_setup_viol_count_final=0
export IMPL_synth_main_ff_cell="dfrtp_1"
export IMPL_endpoint_kind="output port"
export IMPL_drive_gt1_frac=0.0865
export IMPL_cts_resized=0
export IMPL_yosys_cells=455
export IMPL_cts_buffers=9
export IMPL_cts_hold_buf=0
export IMPL_placed_area_um2=4920
export IMPL_cts_tree="built"
export IMPL_place_hpwl_um=5290
export IMPL_grt_pass1_wl_um=13900
export IMPL_grt_start_max_net_pins=59
export IMPL_ys_flops=93
export IMPL_ir_drop_uv=140
export IMPL_top_area_frac=0.495
export IMPL_cts_sinks=93
export IMPL_max_cap_violations=0
export IMPL_max_stage_delay_ns=0.71
export IMPL_hold_viol=0
export IMPL_fin_crit_sh=0.703
export IMPL_antenna_found_initial=0
export IMPL_run_status="finished clean"
export IMPL_drtIter0Drc=152
export IMPL_yosysWarningCount=9
export IMPL_die_area_um2=12100
export IMPL_tool_warnings=31
export IMPL_worstSetupPathType="reg2out"
export IMPL_crit_chain="nor4_1, nand2_1, o21ai_0, a221oi_1, a311oi_1, clkdlybuf4s50_1"
export IMPL_cp_start_kind="flip-flop"
export IMPL_antennaDiodeCount=0
export IMPL_synth_seq_share=0.501
export IMPL_finalNonFillerCells=617
export IMPL_crit_family="simple AND/OR/NAND/NOR gates"
export IMPL_clk_latency_ns=0.33
export IMPL_drt_total_wl_um=7830
export IMPL_netlist_instances=455
export IMPL_die_h_um=110
export IMPL_fillers=1037
export IMPL_stdcell_area_um2=5200
export IMPL_worst_pin_slew_ns=0.766
export IMPL_post_drt_wl_per_cell_um=12.7
export IMPL_ys_area_um2=4650
export IMPL_grt_usage=0.150
export IMPL_cts_buffer_depth=2
export IMPL_drtAntennaViolNets=0
export IMPL_setup_tns_final_ns=0
export IMPL_num_vias=3191
export IMPL_fmax_mhz=254
export IMPL_cp_max_fo=7
export IMPL_worst_path_buf_inv=1
export IMPL_drc=0
export IMPL_clock_skew_ns=0.0128
[cells by family after synthesis]
kind of cell,after synthesis,share of synthesized area
simple gates,209,0.237
flops,93,0.501
xor+xnor,55,0.104
compound gates,53,0.0834
buf+inv,26,0.0261
fa+ha+maj,13,0.0350
mux,6,0.0143
[through the flow]
stage | utilization | setup WS (ns) | hold slack, ns
2_1_floorplan | - | 2.87 | 0.349
3_3_place_gp | 0.432 | 2.13 | 0.357
3_5_place_dp | 0.432 | 2.04 | 0.359
4_1_cts | 0.458 | 1.67 | 0.374
5_1_grt | 0.458 | 1.48 | 0.383
6_report | 0.458 | 1.66 | 0.371
[synth_stat cells, types with 2 or more instances]
cell       n
dfrtp_1   92
nor2_1    69
nand3_1   36
xor2_1    29
xnor2_1   26
nand2_1   22
and3_1    16
a21oi_1   13
ha_1      13
nor2b_1   13
inv_1     12
o21ai_0   12
clkbuf_1  10
nor3_1    10
nand4_1    7
nor4_1     6
or3_1      6
mux2_2     5
and2_1     4
and4_1     4
o21ai_2    4
a31oi_1    3
a32oi_1    3
buf_6      3
o31ai_1    3
nand2b_1   2
nand4_4    2
o22ai_1    2
or2_2      2
or4_1      2
[final cells by class]
cell class | instances | area (µm²) | area share
Multi-Input combinational cell | 336 | 2200 | 0.423
Timing Repair Buffer | 17 | 165 | 0.0317
Inverter | 12 | 45.0 | 0.00866
Clock inverter | 6 | 46.3 | 0.00890
Clock buffer | 10 | 239 | 0.0459
Tap cell | 143 | 179 | 0.0344
Sequential cell | 93 | 2330 | 0.448
[final timing paths]
check / start / end / slack [ns] / cells after the start
min: left_debouncer.debounced$_DFFE_PN0N_ / left_shift[0]$_DFF_PN0_ / 0.37 / 0
min in group asynchronous: reset_ / down_debouncer.counter[4]$_DFF_PN0_ / 0.74 / 1
max reg2reg: up_shift[1]$_DFF_PN0_ / state[3]$_DFF_PN0_ / 3.47 / 5
max: state[1]$_DFF_PN0_ / segment_[6] / 1.66 / 6
max in group asynchronous: reset_ / state[2]$_DFF_PN0_ / 3.80 / 2
min reg2reg: left_debouncer.debounced$_DFFE_PN0N_ / left_shift[0]$_DFF_PN0_ / 0.37 / 0
[layer usage]
metal,vias to the layer above,track usage,wire length [µm]
met2,57,0.222,3380
met1,1515,0.247,4050
met5,-,0,0
li1,1609,-,-
met3,10,0.0236,281
met4,0,0.0219,118
[state kept, by name, indices dropped and copies added (netlist names)]
register	count
up_debouncer.debounced	1
down_debouncer.sampled	1
display.refresh_ctr	8
right_debouncer.sampled	1
down_shift	2
left_debouncer.sampled	1
left_debouncer.counter	8
up_debouncer.sampled	1
left_debouncer.debounced	1
right_shift	2
display.digit	2
right_debouncer.counter	8
down_debouncer.counter	8
left_shift	2
up_shift	2
right_debouncer.debounced	1
timeout_ctr	25
up_debouncer.counter	8
state	10
down_debouncer.debounced	1
[power by group]
| part | internal (W) | total (W) | switching, W |
|---|---|---|---|
| Combinational | 0.0000295 | 0.0000665 | 0.0000370 |
| Sequential | 0.000702 | 0.000736 | 0.0000345 |
| Clock | 0.000316 | 0.000567 | 0.000251 |
| Total | 0.00105 | 0.00137 | 0.000323 |
