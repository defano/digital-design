## design.v

```verilog
module displaydriver (
  clk,
  reset_,
  digit_0,
  digit_1,
  digit_2,
  digit_3,
  segment_,
  digit_enable_
  );
  input clk;
  input reset_;
  input [6:0] digit_0;
  input [6:0] digit_1;
  input [6:0] digit_2;
  input [6:0] digit_3;
  output [6:0] segment_;
  output [3:0] digit_enable_;
  reg [7:0] refresh_ctr;
  reg [1:0] digit;
  assign segment_ =
          (digit == 2'd0) ? ~digit_3 :
          (digit == 2'd1) ? ~digit_2 :
          (digit == 2'd2) ? ~digit_1 :
          ~digit_0;
  assign enable_ = !(refresh_ctr > 8'd64 && refresh_ctr < 8'd192);
  assign digit_enable_ = enable_ ? 4'b1111 :
          (digit == 2'd0) ? 4'b1110 :
          (digit == 2'd1) ? 4'b1101 :
          (digit == 2'd2) ? 4'b1011 :
          4'b0111;
  always@ (posedge clk or negedge reset_)
    if (!reset_)
      refresh_ctr <= 8'h00;
    else
      refresh_ctr <= refresh_ctr + 8'h01;
  always@ (posedge clk or negedge reset_)
    if (!reset_)
      digit <= 2'd0;
    else if (refresh_ctr == 8'hff)
      digit <= digit + 2'd1;
endmodule
module bcdcoder (
  segment,
  bcd
  );
  output [6:0] segment;
  input [3:0] bcd;
  parameter char_0 = 7'b0111111;
  parameter char_1 = 7'b0000110;
  parameter char_2 = 7'b1011011;
  parameter char_3 = 7'b1001111;
  parameter char_4 = 7'b1100110;
  parameter char_5 = 7'b1101101;
  parameter char_6 = 7'b1111101;
  parameter char_7 = 7'b0000111;
  parameter char_8 = 7'b1111111;
  parameter char_9 = 7'b1101111;
  parameter char_  = 7'b1000000; 
  assign segment =
    (bcd == 4'd0) ? char_0 :
    (bcd == 4'd1) ? char_1 :
    (bcd == 4'd2) ? char_2 :
    (bcd == 4'd3) ? char_3 :
    (bcd == 4'd4) ? char_4 :
    (bcd == 4'd5) ? char_5 :
    (bcd == 4'd6) ? char_6 :
    (bcd == 4'd7) ? char_7 :
    (bcd == 4'd8) ? char_8 :
    (bcd == 4'd9) ? char_9 :
      char_;
endmodule
module sevensegment (
  clk,
  reset_,
  segment_,
  digit_enable_
  );
  input clk;                     
  input reset_;                  
  output [6:0] segment_;         
  output [3:0] digit_enable_;    
  reg [19:0] increment_ctr;
  reg [3:0] display_0;
  reg [3:0] display_1;
  reg [3:0] display_2;
  reg [3:0] display_3;
  wire [6:0] display_0_coded;
  wire [6:0] display_1_coded;
  wire [6:0] display_2_coded;
  wire [6:0] display_3_coded;
  displaydriver driver (
    .clk(clk),
    .reset_(reset_),
    .digit_0(display_0_coded),
    .digit_1(display_1_coded),
    .digit_2(display_2_coded),
    .digit_3(display_3_coded),
    .segment_(segment_),
    .digit_enable_(digit_enable_)
    );
  bcdcoder display_0_coder (
    .segment(display_0_coded),     
    .bcd(display_0)                
    );
  bcdcoder display_1_coder (
    .segment(display_1_coded),
    .bcd(display_1)
    );
  bcdcoder display_2_coder (
    .segment(display_2_coded),
    .bcd(display_2)
    );
  bcdcoder display_3_coder (
    .segment(display_3_coded),
    .bcd(display_3)
    );
  assign display_0_inc = &increment_ctr;
  assign display_1_inc = display_0_inc && display_0 == 4'd9;
  assign display_2_inc = display_1_inc && display_1 == 4'd9;
  assign display_3_inc = display_2_inc && display_2 == 4'd9;
  always@ (posedge clk or negedge reset_)
    if (!reset_)
      increment_ctr <= 20'd0;
    else
      increment_ctr <= increment_ctr + 20'd1;
  always@ (posedge clk or negedge reset_)
    if (!reset_)
      display_0 <= 4'd0;
    else if (display_0_inc && display_0 == 4'd9)
      display_0 <= 4'd0;
    else if (display_0_inc)
      display_0 <= display_0 + 4'd1;
  always@ (posedge clk or negedge reset_)
    if (!reset_)
      display_1 <= 4'd0;
    else if (display_1_inc && display_1 == 4'd9)
      display_1 <= 4'd0;
    else if (display_1_inc)
      display_1 <= display_1 + 4'd1;
  always@ (posedge clk or negedge reset_)
    if (!reset_)
      display_2 <= 4'd0;
    else if (display_2_inc && display_2 == 4'd9)
      display_2 <= 4'd0;
    else if (display_2_inc)
      display_2 <= display_2 + 4'd1;
  always@ (posedge clk or negedge reset_)
    if (!reset_)
      display_3 <= 4'd0;
    else if (display_3_inc && display_3 == 4'd9)
      display_3 <= 4'd0;
    else if (display_3_inc)
      display_3 <= display_3 + 4'd1;
endmodule
```

## config.mk

```make
export PLATFORM = sky130hd
export DESIGN_NAME = sevensegment
export DESIGN_NICKNAME = sevensegment
export VERILOG_FILES = /design/flow/design.v
export SDC_FILE = /design/flow/constraint.sdc
export NUM_CORES = 4
export LEC_CHECK = 1
export CORE_UTILIZATION = 50
```

## constraint.sdc

```tcl
current_design sevensegment

set clk_period 4.2
set clk_io_pct 0.2

create_clock -name clk0 -period $clk_period [get_ports {clk}]

set non_clock_inputs [all_inputs -no_clocks]
set_input_delay [expr $clk_period * $clk_io_pct] -clock clk0 $non_clock_inputs
set_output_delay [expr $clk_period * $clk_io_pct] -clock clk0 [all_outputs]
```

## run.sh

```bash
#!/bin/bash
# OpenROAD 26Q1-2900-gdf79404cd8, Yosys 0.63+post, stock flow scripts
make -C /OpenROAD-flow-scripts/flow DESIGN_CONFIG=/design/flow/config.mk WORK_HOME=/design/flow/orfs finish
```

==> results.sh <==
# flow metrics
export IMPL_grt_max_degree=47
export IMPL_setup_tns_ns=0
export IMPL_hp_class="register to register"
export IMPL_cts_path_max_buffers=2
export IMPL_dp_hpwl_mm=4.52
export IMPL_grt_use_met1_pct=35.8
export IMPL_hold_depth=1
export IMPL_finalSetupViolCount=0
export IMPL_coreArea_um2=6100
export IMPL_drt_first_pass_iters=4
export IMPL_slew_headroom_pct=62.5
export IMPL_yosysChipArea_um2=3240
export IMPL_critPathMaxFanout=11
export IMPL_busiest_layer="met1"
export IMPL_critPathSlowestCell="a2111oi_0"
export IMPL_worst_pin_slew_ns=0.548
export IMPL_die_w_um=82.5
export IMPL_drive_gt1_share_pct=6.43
export IMPL_grt_usage_pct=20.7
export IMPL_root_buffer="clkbuf_8"
export IMPL_max_freq_mhz=271
export IMPL_crit_chain="inv_1 -> ha_1 -> and3b_1 -> a2111oi_0 -> o41a_1 -> o21ai_0 -> o221ai_1 -> clkdlybuf4s50_1"
export IMPL_required_ns=3.36
export IMPL_grt_pass1_vias=2237
export IMPL_place_area_um2=3390
export IMPL_grt_pass1_wl_mm=10.5
export IMPL_layout_min_cycle_time_ns=3.69
export IMPL_rows=28
export IMPL_crit_path_end_kind="output pin"
export IMPL_syn_area_um2=3240
export IMPL_final_period_utilization_pct=87.8
export IMPL_lay_top_count="dfrtp_1"
export IMPL_warning_count=43
export IMPL_synthToLayoutAreaGrowth_pct=8.07
export IMPL_die_h_um=82.5
export IMPL_p_total_mw=0.779
export IMPL_hold_buffers=0
export IMPL_synth_flops=46
export IMPL_crit_arrival_ns=2.85
export IMPL_power_density_nw_per_um2=223
export IMPL_drt_wl_total_mm=6.23
export IMPL_edf_count=0
export IMPL_io_buffers=12
export IMPL_finalHoldViolations=0
export IMPL_postRouteAntennaNets=0
export IMPL_die_area_um2=6810
export IMPL_cts_max_level=2
export IMPL_worstSetupStartpointType="register"
export IMPL_yosys_cells=369
export IMPL_post_route_drc_count=0
export IMPL_synth_main_ff_cell="dfrtp_1"
export IMPL_synth_seq_share_pct=35.5
export IMPL_reg2reg_slack_ns=1.90
export IMPL_postSynthCellCount=369
export IMPL_slew_viol_final=0
export IMPL_status="completed"
export IMPL_pin_count=13
export IMPL_wl_per_cell_um=13.9
export IMPL_clk_pin_slew_ns=0.08
export IMPL_power_leakage_nw=1.50
export IMPL_antenna_found_initial=0
export IMPL_insertion_delay_ns=0.29
export IMPL_num_vias=2562
export IMPL_met3_usage_pct=2.56
export IMPL_diodes=0
export IMPL_place_congestion=0.825
export IMPL_criticalPathCategory="register to output pin"
export IMPL_synth_cell_types=62
export IMPL_grt_ovfl_total=0
export IMPL_numClockSinks=46
export IMPL_ctsResizeCount=0
export IMPL_syn_area_per_cell_um2=8.78
export IMPL_hold_path_end="increment_ctr[4]$_DFF_PN0_"
export IMPL_mostFrequentLayoutCells="46 x dfrtp_1, 32 x nand2_1, 25 x nand3_1, 25 x nor2_1, 25 x ha_1"
export IMPL_cp_slowest_stage_delay_ns=0.54
export IMPL_drt_iter0_markers=191
export IMPL_clock_skew_ns=0.00465
export IMPL_yosysWarnings=7
export IMPL_rsz0062_at_grt="no"
export IMPL_worstReg2RegEnd="display_3[2]$_DFFE_PN0P_"
export IMPL_r2r_start="display_1[1]$_DFFE_PN0P_"
export IMPL_peakVddDrop_mv=0.204
export IMPL_cts_setup_buffers=0
export IMPL_maxCapViolCount=0
export IMPL_min_from="increment_ctr[4]$_DFF_PN0_"
export IMPL_cts_buffers=5
export IMPL_r2r_cells=6
export IMPL_place_ws_ns=0.825
export IMPL_grt_use_met2_pct=29.9
export IMPL_cts_tree="done"
export IMPL_design_area_um2=3500
export IMPL_synthArstFlopShare_pct=100
export IMPL_fin_ws_ns=0.510
export IMPL_final_util_pct=57.5
export IMPL_initial_core_util_pct=53.2
export IMPL_vias_per_cell=5.72
[logic make-up after synthesis]
group                      Yosys count  share of synthesized area [%]
DFF                                 46                           35.5
AOI/OAI and AO/OA                   81                           16.2
adders and majority gates           25                           9.65
and+or+nand+nor                    142                           24.2
buffers and inverters               42                           4.90
muxes                                8                           2.78
xor gates and xnor gates            25                           6.76
[synth_stat cells, types with 4 or more instances]
master / number / area [um2]
and3_1: 5 / 31.3
nor4b_1: 4 / 35.0
o21ai_0: 19 / 95.1
nand4_1: 6 / 37.5
dfrtp_1: 46 / 1150
nor2b_1: 8 / 50.1
a31oi_1: 4 / 25.0
nor3_1: 9 / 45.0
nand2_1: 32 / 120
o31ai_1: 4 / 30.0
o22ai_1: 4 / 25.0
nor2_1: 25 / 93.8
a21oi_1: 16 / 80.1
nand3_1: 25 / 125
xnor2_1: 17 / 149
xor2_1: 8 / 70.1
o21ai_1: 5 / 25.0
o211ai_1: 5 / 37.5
ha_1: 25 / 313
clkbuf_1: 16 / 60.1
inv_1: 24 / 90.1
[cell type report]
class / count / area [um2]
Timing Repair Buffer: 13 / 123
Fill cell: 551 / 2590
Clock inverter: 2 / 37.5
Sequential cell: 46 / 1150
Inverter: 25 / 93.8
Clock buffer: 6 / 72.6
Tap cell: 75 / 93.8
Multi-Input combinational cell: 281 / 1930
[worst max-delay path by stage]
stage	start	to	slack [ns]
4_1_cts	display_0[1]$_DFFE_PN0P_	segment_[0]	0.49
6_report	display_0[1]$_DFFE_PN0P_	segment_[0]	0.51
5_1_grt	display_0[1]$_DFFE_PN0P_	segment_[0]	0.27
[state kept, by name, indices dropped and copies added, names as in the netlist]
name                cells
display_0               4
display_1               4
display_2               4
display_3               4
driver.digit            2
driver.refresh_ctr      8
increment_ctr          20
[through the flow]
| stage | hold WS [ns] | cells |
|---|---|---|
| 4_1_cts | 0.473 | 448 |
| 3_3_place_gp | 0.454 | 440 |
| 3_5_place_dp | 0.461 | 440 |
| 2_1_floorplan | 0.438 | 369 |
| 6_report | 0.471 | 448 |
| 5_1_grt | 0.492 | 448 |
[power by group]
group | switching, mW | leakage, nW | internal (mW)
registers | 0 | 0.623 | 0.442
clock network | 0.150 | 0.0514 | 0.178
logic | 0.00837 | 0.822 | 0.000936
total | 0.158 | 1.50 | 0.621
[worst max-delay path, delay by kind of cell (launching register included)]
family / cells / cell delay (ns)
fa+ha+maj: 1 / 0.29
flops: 1 / 0.42
simple gates: 1 / 0.33
compound gates: 4 / 0.95
buf+inv: 2 / 0.56
[metal layers]
layer	wire length, um	vias up
met5	0	-
met4	34	0
met3	188	2
met2	2680	39
met1	3330	1182
li1	-	1339
Power is estimated from default activity; no workload was simulated.
