==> flow/design.v <==
module displaydriver (
  clk,
  reset_,
  digit_0,
  digit_1,
  digit_2,
  digit_3,
  segment_,
  digit_enable_
  );
  input clk;
  input reset_;
  input [6:0] digit_0;
  input [6:0] digit_1;
  input [6:0] digit_2;
  input [6:0] digit_3;
  output [6:0] segment_;
  output [3:0] digit_enable_;
  reg [7:0] refresh_ctr;
  reg [1:0] digit;
  assign segment_ =
          (digit == 2'd0) ? ~digit_3 :
          (digit == 2'd1) ? ~digit_2 :
          (digit == 2'd2) ? ~digit_1 :
          ~digit_0;
  assign enable_ = !(refresh_ctr > 8'd64 && refresh_ctr < 8'd192);
  assign digit_enable_ = enable_ ? 4'b1111 :
          (digit == 2'd0) ? 4'b1110 :
          (digit == 2'd1) ? 4'b1101 :
          (digit == 2'd2) ? 4'b1011 :
          4'b0111;
  always@ (posedge clk or negedge reset_)
    if (!reset_)
      refresh_ctr <= 8'h00;
    else
      refresh_ctr <= refresh_ctr + 8'h01;
  always@ (posedge clk or negedge reset_)
    if (!reset_)
      digit <= 2'd0;
    else if (refresh_ctr == 8'hff)
      digit <= digit + 2'd1;
endmodule
module disp_ctrl (
   clk,
   reset_,
   segments_,
   digit_enable_,
   addr,
   cs,
   req,
   rnw,
   wr_data,
   rd_data,
   rdy);
   input        clk;
   input        reset_;
   output [6:0] segments_;         
   output [3:0] digit_enable_;     
   input  [7:0] addr;
   input        cs;
   input        req;
   inout        rnw;
   input  [7:0] wr_data;
   output [7:0] rd_data;
   output       rdy;
   reg [3:0]   digit_display_mode;
   reg [6:0]   digit_0_value;
   reg [6:0]   digit_1_value;
   reg [6:0]   digit_2_value;
   reg [6:0]   digit_3_value;
   reg         rdy;
   reg [7:0]   rd_data;
   wire [6:0]   segments_;
   wire [3:0]   digit_enable_;
   wire [6:0]   digit_0_segments;
   wire [6:0]   digit_1_segments;
   wire [6:0]   digit_2_segments;
   wire [6:0]   digit_3_segments;
   wire [6:0]   digit_0;
   wire [6:0]   digit_1;
   wire [6:0]   digit_2;
   wire [6:0]   digit_3;
   wire         wr_enable;
   wire         rd_enable;
   parameter REG_DIGIT_0_MODE  = 8'd0;
   parameter REG_DIGIT_0_VALUE = 8'd1;
   parameter REG_DIGIT_1_MODE  = 8'd2;
   parameter REG_DIGIT_1_VALUE = 8'd3;
   parameter REG_DIGIT_2_MODE  = 8'd4;
   parameter REG_DIGIT_2_VALUE = 8'd5;
   parameter REG_DIGIT_3_MODE  = 8'd6;
   parameter REG_DIGIT_3_VALUE = 8'd7;
   assign wr_enable = cs && !rnw && req;
   assign rd_enable = cs && rnw && req;
   always@ (posedge clk or negedge reset_)
     if (!reset_)
       digit_0_value <= 7'h0;
     else if (wr_enable && addr == REG_DIGIT_0_VALUE)
       digit_0_value <= wr_data[6:0];
   always@ (posedge clk or negedge reset_)
     if (!reset_)
       digit_1_value <= 7'h0;
     else if (wr_enable && addr == REG_DIGIT_1_VALUE)
       digit_1_value <= wr_data[6:0];
   always@ (posedge clk or negedge reset_)
     if (!reset_)
       digit_2_value <= 7'h0;
     else if (wr_enable && addr == REG_DIGIT_2_VALUE)
       digit_2_value <= wr_data[6:0];
   always@ (posedge clk or negedge reset_)
     if (!reset_)
       digit_3_value <= 7'h0;
     else if (wr_enable && addr == REG_DIGIT_3_VALUE)
       digit_3_value <= wr_data[6:0];
   always@ (posedge clk or negedge reset_)
     if (!reset_)
       digit_display_mode <= 4'h0;
     else if (wr_enable && addr == REG_DIGIT_0_MODE)
       digit_display_mode[0] <= wr_data[0];
     else if (wr_enable && addr == REG_DIGIT_1_MODE)
       digit_display_mode[1] <= wr_data[1];
     else if (wr_enable && addr == REG_DIGIT_2_MODE)
       digit_display_mode[2] <= wr_data[2];
     else if (wr_enable && addr == REG_DIGIT_3_MODE)
       digit_display_mode[3] <= wr_data[3];
   always@ (posedge clk or negedge reset_)
     if (!reset_)
       rd_data <= 8'h00;
     else if (rd_enable)
       rd_data <= (addr == REG_DIGIT_0_VALUE) ? {1'h0, digit_0_value} :
                  (addr == REG_DIGIT_1_VALUE) ? {1'h0, digit_1_value} :
                  (addr == REG_DIGIT_2_VALUE) ? {1'h0, digit_2_value} :
                  (addr == REG_DIGIT_3_VALUE) ? {1'h0, digit_3_value} :
                  (addr == REG_DIGIT_0_MODE)  ? {7'h0, digit_display_mode[0]} :
                  (addr == REG_DIGIT_1_MODE)  ? {7'h0, digit_display_mode[1]} :
                  (addr == REG_DIGIT_2_MODE)  ? {7'h0, digit_display_mode[2]} :
                  (addr == REG_DIGIT_3_MODE)  ? {7'h0, digit_display_mode[3]} :
                  8'h00;
   always@ (posedge clk or negedge reset_)
     if (!reset_)
       rdy <= 1'b0;
     else
       rdy <= req;
   bcdcoder digit0_coder (
     .segment(digit_0_segments),
     .bcd(digit_0_value[3:0])
   );
   bcdcoder digit1_coder (
     .segment(digit_1_segments),
     .bcd(digit_1_value[3:0])
   );
   bcdcoder digit2_coder (
     .segment(digit_2_segments),
     .bcd(digit_2_value[3:0])
   );
   bcdcoder digit3_coder (
     .segment(digit_3_segments),
     .bcd(digit_3_value[3:0])
   );
   assign digit_0 = digit_display_mode[0] ? digit_0_value[6:0] : digit_0_segments;
   assign digit_1 = digit_display_mode[1] ? digit_1_value[6:0] : digit_1_segments;
   assign digit_2 = digit_display_mode[2] ? digit_2_value[6:0] : digit_2_segments;
   assign digit_3 = digit_display_mode[3] ? digit_3_value[6:0] : digit_3_segments;
   displaydriver displaydriver (
     .clk(clk),
     .reset_(reset_),
     .digit_0(digit_0),
     .digit_1(digit_1),
     .digit_2(digit_2),
     .digit_3(digit_3),
     .segment_(segments_),
     .digit_enable_(digit_enable_)
   );
endmodule
module bcdcoder (
  segment,
  bcd
  );
  output [6:0] segment;
  input [3:0] bcd;
  parameter char_0 = 7'b0111111;
  parameter char_1 = 7'b0000110;
  parameter char_2 = 7'b1011011;
  parameter char_3 = 7'b1001111;
  parameter char_4 = 7'b1100110;
  parameter char_5 = 7'b1101101;
  parameter char_6 = 7'b1111101;
  parameter char_7 = 7'b0000111;
  parameter char_8 = 7'b1111111;
  parameter char_9 = 7'b1101111;
  parameter char_  = 7'b1000000; 
  assign segment =
    (bcd == 4'd0) ? char_0 :
    (bcd == 4'd1) ? char_1 :
    (bcd == 4'd2) ? char_2 :
    (bcd == 4'd3) ? char_3 :
    (bcd == 4'd4) ? char_4 :
    (bcd == 4'd5) ? char_5 :
    (bcd == 4'd6) ? char_6 :
    (bcd == 4'd7) ? char_7 :
    (bcd == 4'd8) ? char_8 :
    (bcd == 4'd9) ? char_9 :
      char_;
endmodule
==> flow/run.sh <==
#!/bin/bash
# OpenROAD 26Q1-2900-gdf79404cd8, Yosys 0.63+post, stock flow scripts
make -C /OpenROAD-flow-scripts/flow DESIGN_CONFIG=/design/flow/config.mk WORK_HOME=/design/flow/orfs finish
==> flow/config.mk <==
export PLATFORM = sky130hd
export DESIGN_NAME = disp_ctrl
export DESIGN_NICKNAME = disp_ctrl
export VERILOG_FILES = /design/flow/design.v
export SDC_FILE = /design/flow/constraint.sdc
export NUM_CORES = 4
export LEC_CHECK = 1
export CORE_UTILIZATION = 40
==> flow/constraint.sdc <==
current_design disp_ctrl

set clk_period 3.9
set clk_io_pct 0.2

create_clock -name clk0 -period $clk_period [get_ports {clk}]

set non_clock_inputs [all_inputs -no_clocks]
set_input_delay [expr $clk_period * $clk_io_pct] -clock clk0 $non_clock_inputs
set_output_delay [expr $clk_period * $clk_io_pct] -clock clk0 [all_outputs]
==> impl_metrics.tcl <==
# yosys + openroad results
set metrics [dict create \
    status "did not finish" \
    failing_step "global routing" \
    error "[ERROR RSZ-0074] Failed to build tree from global routes for pin 'rnw' and net 'rnw' at grid (86250, 37950): found route to 6 pins, expected 5" \
    cts-root-buf "clkbuf_8" \
    cts_setup_buffers 0 \
    synthArstFlopShare_pct 100.0 \
    num_rows 33 \
    edf_count 0 \
    hpwl_um 6135 \
    dp_worst_setup_slack_ns 0.7208 \
    io-pin-count 41 \
    dp_cells 498 \
    ys_area_um2 3356 \
    numCtsBuffers 5 \
    yosysWarnings 3 \
    cts_resized 0 \
    synth_flops 50 \
    synth_top_cell_by_area "dfrtp_1" \
    top_cells_by_area "dfrtp_1 (37%), mux2_2 (8.4%), o21ai_0 (6.9%)" \
    ys_top_cells_by_count "dfrtp_1 (50), o21ai_0 (46), nand2_1 (36)" \
    numPortBuffers 37 \
    cts_hold_buf 0 \
    unconstrained_endpoints 1 \
    die_h_um 93.60 \
    clk_path_buf_depth 2 \
    synth_top_cell_by_count "dfrtp_1" \
    syn_inst 383 \
    syn_area_um2 3356 \
    grt_max_degree 27 \
    gp_congestion 0.8770 \
    synth_top_area_share_pct 37.29 \
    die_width_um 93.60 \
    postSynthSeqShare_pct 37.29 \
    h-tree-depth 2 \
    fp_util_pct 41.05 \
    synth.distinct_cells 52 \
    synth_stat.cells 383 \
    syn_avg_cell_area_um2 8.762 \
    cts_sinks 50 \
    ff_type "dfrtp_1" \
]
[through the flow]
stage	hold WS [ns]	total power, mW	instance area (um2)
3_5_place_dp	0.4634	0.6604	3744
2_1_floorplan	0.4257	0.5976	3356
4_1_cts	0.4773	1.026	3854
3_3_place_gp	0.4635	0.6604	3744
[logic make-up after synthesis]
| logic type | synth area share [%] |
|---|---|
| xor gates and xnor gates | 2.610 |
| adders and majority gates | 2.983 |
| DFF | 37.29 |
| muxes | 11.15 |
| other | 0.1117 |
| buffers and inverters | 5.928 |
| and+or+nand+nor | 18.27 |
| AOI/OAI and AO/OA | 21.66 |
Power and IR drop assume default switching activity.
